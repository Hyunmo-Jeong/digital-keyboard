## ./design.v

```verilog
module ps2_rx (
	input wire clk, reset, 
	input wire ps2d, ps2c, rx_en,		 
	output reg rx_done_tick,		 
	output wire [7:0] rx_data		 
	);
	localparam 
		idle = 1'b0,
		rx   = 1'b1;
	reg state_reg, state_next;		 
	reg [7:0] filter_reg;			 
	wire [7:0] filter_next;			 
	reg f_val_reg;				 
	wire f_val_next;			 
	reg [3:0] n_reg, n_next;		 
	reg [10:0] d_reg, d_next;		 
	wire neg_edge;				 
	always @(posedge clk, posedge reset)
		if (reset)
			begin
				filter_reg <= 0;
				f_val_reg  <= 0;
			end
		else
			begin
				filter_reg <= filter_next;
				f_val_reg  <= f_val_next;
			end
	assign filter_next = {ps2c, filter_reg[7:1]};
	assign f_val_next = (filter_reg == 8'b11111111) ? 1'b1 :
					  (filter_reg == 8'b00000000) ? 1'b0 :
					  f_val_reg;
	assign neg_edge = f_val_reg & ~f_val_next;
	always @(posedge clk, posedge reset)
	    if (reset)
		begin
		    state_reg <= idle;
		    n_reg <= 0;
		    d_reg <= 0;
		end
	    else
		begin
		    state_reg <= state_next;
		    n_reg <= n_next;
		    d_reg <= d_next;
		end
	always @(*)
	    begin
		state_next = state_reg;
		rx_done_tick = 1'b0;
		n_next = n_reg;
		d_next = d_reg;
		case (state_reg)
		    idle:
			if (neg_edge & rx_en)				 
			    begin
				n_next = 4'b1010;			 
				state_next = rx;			 
			    end
		    rx:							 
			begin
			    if (neg_edge)				 
				begin
				    d_next = {ps2d, d_reg[10:1]};	 
				    n_next = n_reg - 1;			 
				end
			    if (n_reg==0)				 
				begin
				    rx_done_tick = 1'b1;		 
				    state_next = idle;			 
				end
			end
		endcase
	    end
	assign rx_data = d_reg[8:1];  
endmodule
module keyboard (
    input wire clk, reset,
    input wire ps2d, ps2c,		 
    output wire [7:0] scan_code,	 
    output wire scan_code_ready,	 
    output wire letter_case_out		 
    );
    localparam  BREAK    = 8'hf0,	 
		SHIFT1   = 8'h12,	 
		SHIFT2   = 8'h59,	 
		CAPS     = 8'h58;	 
    localparam [2:0] lowercase		= 3'b000,	 
		ignore_break		= 3'b001,	 
		shift			= 3'b010,	 
		ignore_shift_break	= 3'b011,	 
		capslock		= 3'b100,	 
		ignore_caps_break	= 3'b101;	 
    reg [2:0] state_reg, state_next;			 
    wire [7:0] scan_out;				 
    reg got_code_tick;					 
    wire scan_done_tick;				 
    reg letter_case;					 
    reg [7:0] shift_type_reg, shift_type_next;		 
    reg [1:0] caps_num_reg, caps_num_next;		 
    ps2_rx ps2_rx_unit (.clk(clk), .reset(reset), .rx_en(1'b1), .ps2d(ps2d), .ps2c(ps2c), .rx_done_tick(scan_done_tick), .rx_data(scan_out));
    always @(posedge clk, posedge reset)
	if (reset)
	    begin
		state_reg <= lowercase;
		shift_type_reg <= 0;
		caps_num_reg   <= 0;
	    end
	else
	    begin    
		state_reg <= state_next;
		shift_type_reg <= shift_type_next;
		caps_num_reg   <= caps_num_next;
	    end
    always @(*)
	begin
	    got_code_tick   = 1'b0;
	    letter_case     = 1'b0;
	    caps_num_next   = caps_num_reg;
	    shift_type_next = shift_type_reg;
	    state_next      = state_reg;
	    case(state_reg)
		lowercase:
		    begin  
			if(scan_done_tick)						 
			    begin
				if(scan_out == SHIFT1 || scan_out == SHIFT2)		 
				    begin
					shift_type_next = scan_out;			 
					state_next = shift;				 
				    end
				else if(scan_out == CAPS)				 
				    begin
					caps_num_next = 2'b11;				 
					state_next = capslock;				 
				    end
				else if (scan_out == BREAK)				 
				    state_next = ignore_break;				 
				else							 
				    got_code_tick = 1'b1;				 
			    end	
			end
		ignore_break:
		    begin
			if(scan_done_tick)			 
			    state_next = lowercase;		 
		    end
		shift:
		    begin
			letter_case = 1'b1;															 
			if(scan_done_tick)															 
			    begin
				if(scan_out == BREAK)													 
				    state_next = ignore_shift_break;										 
				else if(scan_out != SHIFT1 && scan_out != SHIFT2 && scan_out != CAPS)		 
				    got_code_tick = 1'b1;													 
			    end
		    end
		 ignore_shift_break:
		     begin
			if(scan_done_tick)				 
			    begin
				if(scan_out == shift_type_reg)		 
				    state_next = lowercase;		 
				else					 
				    state_next = shift;
			    end
		     end  
		 capslock:
		     begin
			letter_case = 1'b1;						 
			if(caps_num_reg	== 0)						 
			    state_next = lowercase;					 
			if(scan_done_tick)						 
			    begin 
			    if(scan_out	== CAPS)					 
				caps_num_next = caps_num_reg - 1;			 
			    else if(scan_out == BREAK)					 
				state_next = ignore_caps_break;
			    else if(scan_out != SHIFT1 && scan_out != SHIFT2)		 
				got_code_tick =	1'b1;					 
			    end
		     end
		     ignore_caps_break:
			 begin
			    if(scan_done_tick)						 
				begin
				    if(scan_out	== CAPS)				 
					caps_num_next = caps_num_reg - 1;		 
				    state_next = capslock;				 
				end
			 end    
	    endcase
	end
    assign letter_case_out = letter_case; 
    assign scan_code_ready = got_code_tick;
    assign scan_code = scan_out;
endmodule
module key2ascii (
    input wire letter_case,
    input wire [7:0] scan_code,
	output reg [20:0] key
    );
    always @(*)
	begin
	    case(scan_code)
		8'h16: key = 4'd15;	 
		8'h1e: key = 4'd16;	 
		8'h26: key = 4'd17;	 
		8'h25: key = 4'd18;	 
		8'h2e: key = 4'd19;	 
		8'h36: key = 4'd20;	 
		8'h3d: key = 4'd21;	 
		8'h15: key = 4'd8;	 
		8'h1d: key = 4'd9;	 
		8'h1d: key = 4'd10;	 
		8'h2d: key = 4'd11;	 
		8'h2c: key = 4'd12;	 
		8'h35: key = 4'd13;	 
		8'h3c: key = 4'd14;	 
		8'h1c: key = 4'd1;	 
		8'h1b: key = 4'd2;	 
		8'h23: key = 4'd3;	 
		8'h2b: key = 4'd4;	 
		8'h34: key = 4'd5;	 
		8'h33: key = 4'd6;	 
		8'h3b: key = 4'd7;	 
		default: key = 4'd8;	 
	    endcase
	end
endmodule
```

## ./run.sh

```bash
#!/bin/bash
# OpenROAD 26Q1-2900-gdf79404cd8, Yosys 0.63+post, stock flow scripts
make -C /OpenROAD-flow-scripts/flow DESIGN_CONFIG=/design/flow/config.mk WORK_HOME=/design/flow/orfs finish
```

## ./config.mk

```make
export PLATFORM = sky130hd
export DESIGN_NAME = key2ascii
export DESIGN_NICKNAME = key2ascii
export VERILOG_FILES = /design/flow/design.v
export SDC_FILE = /design/flow/constraint.sdc
export NUM_CORES = 4
export LEC_CHECK = 1
export CORE_AREA = 10 10 70 70
export DIE_AREA = 0 0 80 80
```

## ./constraint.sdc

```tcl
current_design key2ascii

set clk_period 2.0
set clk_io_pct 0.2

create_clock -name clk0 -period $clk_period

set non_clock_inputs [all_inputs -no_clocks]
set_input_delay [expr $clk_period * $clk_io_pct] -clock clk0 $non_clock_inputs
set_output_delay [expr $clk_period * $clk_io_pct] -clock clk0 [all_outputs]
```

==> flow_summary.toml <==
# implementation run metrics
[layout]
seq_area_sq_um = 0
logic_area_sq_um = 498
n_clock_buffer = 0
area_delta_synth_final_pct = 48.8
final.fill_count = 369
final_cells = 131
drive_gt1_share_pct = 44.7
post-route-util_pct = 22.6
design.seq.count = 0

[final_timing]
finalSetupViolCount = 0
finalClockPeriodUsage_pct = 97.6
tns_ns = 0
fmax_mhz = 512
period_needed_ns = 1.95
final_hold_viol_count = 0
rsz0062_at_grt = "yes"
final_max_slew_viol_count = 0

[global_route]
grt_pass1_wl_mm = 2.34
antenna_found_initial = 0
grt_max_degree = 11
grtUsageTotal_pct = 4.16
met1_usage_pct = 5.29
grt_pass1_vias = 525
grt_overflow_total = 0
gr-usage-met2_pct = 7.70
busiest_layer = "met2"
met3_usage_pct = 0.341

[logic_synthesis]
ys_warn_count = 7
synth-seq-area-share_pct = 0
ys_sh_simple_pct = 18.6
ys_sh_mux_pct = 10.6
synth_area_sq_um = 518
synthCells = 64
synth-xor-area-share_pct = 0
logic_family = "buffers and inverters"
ys_chip_area_sq_um = 518
ys_types = 31
ys_sh_aoi_pct = 25.4
avgSynthCellArea_sq_um = 8.09
ys_sh_adder_pct = 12.1
ys_cells = 64

[placement]
hpwl_mm = 1.14
port_buffers = 12
dp_cells = 130
place.gp.congestion = 0.822

[floorplanning]
rows = 21
die-area_sq_um = 6400
fp_util_pct = 15.2
die_h_microns = 80
dieWidth_microns = 80
io_pins = 30
core_area_sq_um = 3420

[setup_path]
required_ns = 1.60
setup.worst_path.start_class = "primary input"
worstSetupPathType = "primary input to output pin"
end_kind = "output pin"
worstPathArrival_ns = 1.55
critPathMaxFanout = 3

[worst_hold_path]
hp-class = "primary input to output pin"
min_to = "key[3]"
min_path_cells = 5
worstHoldStart = "scan_code[0]"

[route]
first_iter_violations = 49
drc = 0
via_per_inst = 3.82
wire_per_inst_microns = 11.4
firstDrtPassIters = 4
antenna_left = 0
wirelength_mm = 1.50
insertedDiodeCount = 0
vias = 500

[run]
log.warning_count = 38
maxCapViolCount = 0

[status]
status = "complete, no violations"

[power_and_ir_drop]
powerDensity_nw_per_um2 = 162
power_leakage_nw = 0.340
ir_worst_vdd_mv = 0.0314

[clock_tree]
holdBufCountCts = 0
-- how the worst max path moves through the flow --
stage,startpoint,to
CTS,scan_code[7],key[1]
global route,scan_code[4],key[1]
finish,scan_code[0],key[3]
-- cells in the mapped netlist --
master / count / area [sq um]
o31ai_2: 1 / 12.5
nor3b_2: 1 / 12.5
a311oi_2: 1 / 15.0
a211oi_1: 3 / 22.5
nand2b_1: 1 / 6.26
buf_4: 17 / 128
o21a_1: 1 / 7.51
or2b_1: 1 / 7.51
o2111ai_1: 2 / 17.5
buf_6: 2 / 22.5
o22ai_1: 1 / 6.26
nand4_1: 1 / 6.26
nand2_1: 3 / 11.3
inv_1: 4 / 15.0
o31ai_1: 1 / 7.51
mux2i_1: 1 / 10.0
ha_1: 5 / 62.6
mux2_2: 1 / 11.3
a311oi_1: 1 / 8.76
mux2_1: 1 / 11.3
a21oi_1: 1 / 5.00
and3b_1: 2 / 17.5
nor2_1: 1 / 3.75
o211ai_2: 1 / 12.5
and2_1: 1 / 6.26
o211ai_1: 1 / 7.51
mux4_2: 1 / 22.5
conb_1: 1 / 3.75
nor2b_1: 4 / 25.0
clkbuf_1: 1 / 3.75
a31o_2: 1 / 8.76
-- power breakdown --
group	total, mW	switching, mW	internal [mW]	leakage [nW]
combinational	0.125	0.0588	0.0663	0.340
sequential	0	0	0	0
clock	0	0	0	0
-- final cells by class --
| type | count | share of cell area, % |
|---|---|---|
| Tap cell | 46 | 7.47 |
| Timing Repair Buffer | 25 | 25.6 |
| Multi-Input combinational cell | 56 | 64.6 |
| Inverter | 4 | 2.27 |
-- logic make-up (layout without fill, tap and decap cells) --
logic type | after synthesis | in the layout
buffers and inverters | 24 | 29
AND-OR/OR-AND | 15 | 15
multiplexers | 4 | 4
adder cells (fa/ha/maj) | 5 | 5
other | 1 | 17
AND/OR/NAND/NOR | 15 | 15
-- critical path, stage by stage --
cell	delay, ns
buf_2	0.11
inv_2	0.10
ha_4	0.21
mux4_2	0.46
o211ai_2	0.15
buf_2	0.11
-- routing by layer --
layer	wire length [microns]	vias to the layer above	part of all wire [%]
li1	-	243	-
met1	675	239	45
met2	771	18	52
met3	50	0	3.3
met4	0	0	0
met5	0	-	0
-- metrics by stage --
stage | worst slack, ns | area [sq um] | hold WS (ns) | power (mW)
CTS | 0.0349 | 739 | 1.42 | 0.115
detailed placement | -0.793 | 692 | 1.91 | 0.104
finish | 0.0482 | 771 | 1.45 | 0.125
global route | -0.0197 | 771 | 1.49 | 0.138
global placement | -0.779 | 692 | 1.90 | 0.104
floorplan | 0.267 | 578 | 0.909 | 0.0750
-- cell usage in the layout (no fill, tap or decap), drive strengths merged --
cell type / instances
nand2: 3
a311oi: 2
a21oi: 1
nand2b: 1
and3b: 2
a211oi: 3
clkdlybuf4s50: 3
nor2b: 4
o2111ai: 2
and2: 1
mux4: 1
ha: 5
conb: 17
dlygate4sd2: 2
nor3b: 1
nor2: 1
o211ai: 2
or2b: 1
inv: 4
buf: 19
o31ai: 2
a31o: 1
mux2: 2
mux2i: 1
o21a: 1
clkdlybuf4s15: 1
nand4: 1
o22ai: 1
-- timing repair --
item                                    CTS  global route
pin swaps                                10             2
buffers inserted                          1             0
gates resized                            40             6
cloned                                    0             0
hold endpoints to repair                  0             0
endpoints found under the setup margin    4             4
No activity file was given, so power comes from the tool's default toggle rates.
